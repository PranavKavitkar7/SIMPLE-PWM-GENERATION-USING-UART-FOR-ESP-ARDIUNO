[flow/run.sh]
#!/bin/bash
# OpenROAD 26Q1-2900-gdf79404cd8, Yosys 0.63+post, stock flow scripts
make -C /OpenROAD-flow-scripts/flow DESIGN_CONFIG=/design/flow/config.mk WORK_HOME=/design/flow/orfs finish
[flow/config.mk]
export PLATFORM = sky130hd
export DESIGN_NAME = uart_top
export DESIGN_NICKNAME = uart_top
export VERILOG_FILES = /design/flow/design.v
export SDC_FILE = /design/flow/constraint.sdc
export NUM_CORES = 4
export LEC_CHECK = 1
export CORE_UTILIZATION = 50
[flow/constraint.sdc]
current_design uart_top

set clk_period 3.2
set clk_io_pct 0.2

create_clock -name clk0 -period $clk_period [get_ports {clk}]

set non_clock_inputs [all_inputs -no_clocks]
set_input_delay [expr $clk_period * $clk_io_pct] -clock clk0 $non_clock_inputs
set_output_delay [expr $clk_period * $clk_io_pct] -clock clk0 [all_outputs]
[flow/design.v]
`timescale 1ns/1ps
module uart_top (
    input wire clk,          
    input wire rst,          
    input wire rx,           
    output wire tx,          
    output wire pwm_out      
);
    wire [7:0] rx_data;
    wire rx_done;
    reg [7:0] duty_cycle;
    reg tx_start;
    wire tx_busy;
    uart_rx rx_module (
        .clk(clk),
        .rst(rst),
        .rx(rx),
        .rx_data(rx_data),
        .rx_done(rx_done)
    );
    always @(posedge clk or posedge rst) begin
        if (rst) begin
            duty_cycle <= 8'd0;
            tx_start <= 1'b0;
        end else if (rx_done && !tx_busy) begin
            duty_cycle <= rx_data;  
            tx_start <= 1'b1;
        end else begin
            tx_start <= 1'b0;  
        end
    end
    uart_tx tx_module (
        .clk(clk),
        .rst(rst),
        .tx_start(tx_start),
        .tx_data(duty_cycle),
        .tx(tx),
        .tx_busy(tx_busy)
    );
    pwm_generator pwm_module (
        .clk(clk),
        .rst(rst),
        .duty_cycle(duty_cycle),
        .pwm_out(pwm_out)
    );
endmodule
module uart_tx (
    input wire clk,       
    input wire rst,       
    input wire tx_start,  
    input wire [7:0] tx_data, 
    output reg tx,        
    output reg tx_busy    
);
    parameter CLK_PER_BIT = 10416;  
    reg [13:0] clk_count = 0;
    reg [3:0] bit_index = 0;
    reg [9:0] tx_shift_reg = 10'sb1111111111;
    always @(posedge clk or posedge rst) begin
        if (rst) begin
            tx <= 1'b1;
            tx_busy <= 1'b0;
            clk_count <= 0;
            bit_index <= 0;
            tx_shift_reg <= 10'b1111111111;
        end else if (tx_start && !tx_busy) begin
            tx_busy <= 1'b1;
            tx_shift_reg <= {1'b1, tx_data, 1'b0};
            clk_count <= 0;
            bit_index <= 0;
        end else if (tx_busy) begin
            if (clk_count == CLK_PER_BIT - 1) begin
                clk_count <= 0;
                tx <= tx_shift_reg[0];
                tx_shift_reg <= {1'b1, tx_shift_reg[9:1]};
                if (bit_index < 9) begin
                    bit_index <= bit_index + 1;
                end else begin
                    tx_busy <= 1'b0;
                end
            end else begin
                clk_count <= clk_count + 1;
            end
        end
    end
endmodule
module uart_rx (
    input wire clk,      
    input wire rst,      
    input wire rx,       
    output reg [7:0] rx_data, 
    output reg rx_done  
);
    parameter CLK_PER_BIT = 10416; 
    reg [13:0] clk_count = 0;
    reg [3:0] bit_index = 0;
    reg [9:0] rx_shift_reg = 0;
    reg rx_active = 0;
    always @(posedge clk or posedge rst) begin
        if (rst) begin
            rx_data <= 8'b0;
            rx_done <= 0;
            clk_count <= 0;
            bit_index <= 0;
            rx_shift_reg <= 0;
            rx_active <= 0;
        end else begin
            if (!rx_active && rx == 0) begin  
                rx_active <= 1;
                clk_count <= 0;
                bit_index <= 0;
            end else if (rx_active) begin
                if (clk_count == CLK_PER_BIT - 1) begin
                    clk_count <= 0;
                    rx_shift_reg <= {rx, rx_shift_reg[9:1]}; 
                    if (bit_index < 9) begin
                        bit_index <= bit_index + 1;
                    end else begin
                        rx_active <= 0;
                        rx_done <= 1;
                        rx_data <= rx_shift_reg[8:1];
                    end
                end else begin
                    clk_count <= clk_count + 1;
                end
            end else begin
                rx_done <= 0;
            end
        end
    end
endmodule
module pwm_generator (
    input wire clk,
    input wire rst,
    input wire [7:0] duty_cycle, 
    output reg pwm_out
);
    reg [7:0] counter;
    always @(posedge clk or posedge rst) begin
        if (rst) begin
            counter <= 8'd0;
            pwm_out <= 1'b0;
        end else begin
            counter <= counter + 8'd1;
            pwm_out <= (counter < duty_cycle) ? 1'b1 : 1'b0;
        end
    end
endmodule
==> flow_metrics.env <==
# physical design summary
export IMPL_ys_ff=84
export IMPL_lay_top_count="dfrtp_1"
export IMPL_synth_distinct_cells=57
export IMPL_grt_overflow_total=0
export IMPL_ctsResizeCount=0
export IMPL_fp_util=0.521
export IMPL_status="completed"
export IMPL_grt_pass1_vias=2484
export IMPL_hold_buffers=0
export IMPL_drive_above_1_share=0.161
export IMPL_period_used=0.718
export IMPL_report_final_setup_viol=0
export IMPL_grt_pass1_wl_mm=12.4
export IMPL_clk_pin_slew_ps=90
export IMPL_worstSkewPairLatency_ps=350
export IMPL_ys_cells=378
export IMPL_syn_to_final_growth_pct=10.2
export IMPL_instances_no_fill=494
export IMPL_lay_top_cells="dfrtp_1 (74), nand2_1 (35), o21ai_0 (22), nand3_1 (20)"
export IMPL_vias_per_cell=5.59
export IMPL_root_buffer="clkbuf_8"
export IMPL_grt_max_degree=44
export IMPL_cts_sinks=84
export IMPL_drtIter0Drc=137
export IMPL_drtPass1Iterations=4
export IMPL_fillers=666
export IMPL_cts_buffer_depth=2
export IMPL_yosys_area_mm2=0.00407
export IMPL_startpoint_type="register"
export IMPL_hold_path_class="reg2reg"
export IMPL_cts_max_level=3
export IMPL_yosysWarnings=4
export IMPL_numCtsBuffers=9
export IMPL_grt_usage=0.188
export IMPL_required_ps=3440
export IMPL_fp_dieArea_mm2=0.00851
export IMPL_avgSynthCellArea_um2=10.8
export IMPL_p_leak_nw=1.99
export IMPL_port_buffers=4
export IMPL_top_area_frac=0.455
export IMPL_powerDensity_mw_per_mm2=493
export IMPL_cts_tree="built"
export IMPL_die_h_um=92.2
export IMPL_r2r_slack_ps=900
export IMPL_fp_dieW_um=92.2
export IMPL_detail_route_wl_per_cell_um=14.2
export IMPL_edf_count=0
export IMPL_ioPinCount=5
export IMPL_place_inst=478
export IMPL_ant_nets=0
export IMPL_num_vias=2762
export IMPL_hold_viol_final=0
export IMPL_coreArea_mm2=0.00781
export IMPL_reg_largest_list="rx_module.clk_count (14), tx_module.clk_count (14)"
export IMPL_fmax_mhz=435
export IMPL_yosys_top_cells_area="dfrtp_1 (45%), dfstp_2 (6.5%), ha_1 (4.9%), nand2_1 (3.2%), mux2_2 (3.0%)"
export IMPL_fin_crit_ps=2300
export IMPL_yosys_most_used_dff="dfrtp_1"
export IMPL_netlist_area_mm2=0.00407
export IMPL_drv_slew=0
export IMPL_dp_hpwl_mm=4.69
export IMPL_peakVddDrop_mv=0.285
export IMPL_drc=0
export IMPL_largest_area_cell="dfrtp_1"
export IMPL_end_kind="register"
export IMPL_rsz0062_at_grt="false"
export IMPL_placementRows=32
export IMPL_insertedDiodeCount=0
export IMPL_arrival_ps=2540
export IMPL_ys_seq_share=0.520
export IMPL_finalClockSkew_ps=8.00
export IMPL_warnings=29
export IMPL_critPathMaxFanout=10
export IMPL_totalWireLength_mm=7.00
export IMPL_setup_tns_ps=0
export IMPL_gp_congestion=0.841
export IMPL_syn_inst=378
export IMPL_antenna_found_initial=0
export IMPL_post_cts_setup_buffers=0
export IMPL_maxCapViolCount=0
export IMPL_tightest_slew_ps=791
export IMPL_ys_async_sr_fraction=1.00
export IMPL_crit_type="reg2reg"
export IMPL_maxSlewHeadroom=0.470
-- cell type report --
| type | count | area [um^2] | area share |
|---|---|---|---|
| clock buffers | 9 | 124 | 0.0276 |
| well taps | 102 | 128 | 0.0284 |
| repair buffers | 12 | 113 | 0.0251 |
| flip-flops and latches | 84 | 2110 | 0.471 |
| clock inverters | 7 | 106 | 0.0237 |
| multi-input cells | 260 | 1830 | 0.407 |
| inverters | 20 | 76.3 | 0.0170 |
-- critical path, cell delays in order (launching register included) --
cell and delay (ps):
dfrtp_1 440, or4_4 580, or4_4 580, nor2_8 260
mux2_4 320
-- synth_stat cells (4+ instances only) --
library cell  count
o211ai_1          7
clkbuf_1         12
inv_1            19
nand3_1          20
xor2_1            6
a21oi_1          16
o21ai_0          22
nand4_1          11
mux2_4            8
nand2_1          35
mux2_2           11
ha_1             16
and4_1            4
nor2_1           18
nor2b_1           4
and3_1            6
dfstp_2          10
nor3_1            5
dfrtp_1          74
or3_1             5
nand2b_1          4
xnor2_1           9
-- cells by family (layout without fill, tap and decap cells) --
family,after synthesis,in the layout,synth area share
compound gates,74,74,0.118
buf+inv,34,48,0.0320
xor+xnor,15,15,0.0323
flops,84,84,0.520
fa+ha+maj,16,16,0.0492
mux,22,22,0.0673
simple gates,133,133,0.181
-- metal layers --
layer,vias up,track usage,part of all wire
li1,1389,-,-
met1,1330,0.345,0.53
met2,35,0.259,0.43
met3,8,0.0203,0.027
met4,0,0.0247,0.013
met5,-,0,0
-- metrics by stage --
step	util	area, um^2	total power, W	setup slack (ps)	hold slack [ps]
final	0.575	4490	0.00221	902	461
after detailed placement	0.545	4260	0.00137	757	449
after CTS	0.575	4490	0.00224	899	464
after global placement	0.545	4260	0.00137	783	445
after floorplan	-	4070	0.00132	411	430
after global routing	0.575	4490	0.00232	785	483
-- final timing paths --
| check | from | endpoint | depth (start not counted) |
|---|---|---|---|
| worst max-delay path | rx_module.clk_count[8] | rx_module.rx_data[7] | 4 |
| worst min-delay path | tx_module.tx_shift_reg[0] | tx_module.tx | 2 |
| worst max register to register | rx_module.clk_count[8] | rx_module.rx_data[7] | 4 |
| worst min register to register | tx_module.tx_shift_reg[0] | tx_module.tx | 2 |
| max in group asynchronous | rst | tx_module.tx_shift_reg[0] | 3 |
| min in group asynchronous | rst | duty_cycle[6] | 2 |
-- report_power, final --
| group | internal (W) | leakage [nW] | switching [W] | total [W] |
|---|---|---|---|---|
| combinational | 0.0000778 | 0.780 | 0.0000939 | 0.000172 |
| clock | 0.000455 | 0.117 | 0.000406 | 0.000861 |
| sequential | 0.00111 | 1.09 | 0.0000658 | 0.00118 |
| total | 0.00164 | 1.99 | 0.000566 | 0.00221 |
Power figures rest on the tool's default switching activity, not on a simulated workload.
